===== ./run.sh =====
#!/bin/bash
# OpenROAD 26Q1-2900-gdf79404cd8, Yosys 0.63+post, stock flow scripts
make -C /OpenROAD-flow-scripts/flow DESIGN_CONFIG=/design/flow/config.mk WORK_HOME=/design/flow/orfs finish

===== ./config.mk =====
export PLATFORM = sky130hd
export DESIGN_NAME = sete_segmentos
export DESIGN_NICKNAME = sete_segmentos
export VERILOG_FILES = /design/flow/design.v
export SDC_FILE = /design/flow/constraint.sdc
export NUM_CORES = 4
export LEC_CHECK = 1
export CORE_AREA = 10 10 102 102
export DIE_AREA = 0 0 112 112

===== ./constraint.sdc =====
current_design sete_segmentos

set clk_period 9.9
set clk_io_pct 0.2

create_clock -name clk0 -period $clk_period

set non_clock_inputs [all_inputs -no_clocks]
set_input_delay [expr $clk_period * $clk_io_pct] -clock clk0 $non_clock_inputs
set_output_delay [expr $clk_period * $clk_io_pct] -clock clk0 [all_outputs]

===== ./design.v =====
module sete_segmentos (
	input [9:0] seg,
	input [3:0] dec,
	input enable,
	input [2:0] estado_atual,
	output reg [0:6] centenas,
	output reg [0:6] dezenas,
	output reg [0:6] unidades,
	output reg [0:6] decimos,
	output reg reset,
	output reg conta,
	output reg pausa,
	output reg para
);
reg [3:0] num_cent;
reg [3:0] num_dez;
reg [3:0] num_uni;
reg [3:0] num_dec;
always @(*) begin
	if (enable) begin
		num_cent = (seg / 100) % 10;
		num_dez = (seg / 10) % 10;
		num_uni = seg % 10;
		num_dec = dec;
	end
	case (num_cent)
		0: centenas = 7'b0000001;
		1: centenas = 7'b1001111;
		2: centenas = 7'b0010010;
		3: centenas = 7'b0000110;
		4: centenas = 7'b1001100;
		5: centenas = 7'b0100100;
		6: centenas = 7'b0100000;
		7: centenas = 7'b0001111;
		8: centenas = 7'b0000000;
		9: centenas = 7'b0000100;
		default: centenas = 7'b1111111;
	endcase
	case (num_dez)
		0: dezenas = 7'b0000001;
		1: dezenas = 7'b1001111;
		2: dezenas = 7'b0010010;
		3: dezenas = 7'b0000110;
		4: dezenas = 7'b1001100;
		5: dezenas = 7'b0100100;
		6: dezenas = 7'b0100000;
		7: dezenas = 7'b0001111;
		8: dezenas = 7'b0000000;
		9: dezenas = 7'b0000100;
		default: dezenas = 7'b1111111;
	endcase
	case (num_uni)
		0: unidades = 7'b0000001;
		1: unidades = 7'b1001111;
		2: unidades = 7'b0010010;
		3: unidades = 7'b0000110;
		4: unidades = 7'b1001100;
		5: unidades = 7'b0100100;
		6: unidades = 7'b0100000;
		7: unidades = 7'b0001111;
		8: unidades = 7'b0000000;
		9: unidades = 7'b0000100;
		default: unidades = 7'b1111111;
	endcase
	case (num_dec)
		0: decimos = 7'b0000001;
		1: decimos = 7'b1001111;
		2: decimos = 7'b0010010;
		3: decimos = 7'b0000110;
		4: decimos = 7'b1001100;
		5: decimos = 7'b0100100;
		6: decimos = 7'b0100000;
		7: decimos = 7'b0001111;
		8: decimos = 7'b0000000;
		9: decimos = 7'b0000100;
		default: decimos = 7'b1111111;
	endcase
	case (estado_atual)
		0: begin
			reset = 1;
			conta = 0;
			pausa = 0;
			para = 0;
		end
		1: begin
			reset = 0;
			conta = 1;
			pausa = 0;
			para = 0;
		end
		2: begin
			reset = 0;
			conta = 0;
			pausa = 1;
			para = 0;
		end
		3: begin
			reset = 0;
			conta = 0;
			pausa = 0;
			para = 1;
		end
	endcase
end
endmodule

==> out/metrics.cfg <==
[global_routing]
grt_pass1_vias=4886
grt_first_pass_wirelength_um=23200
antenna_found_initial=0
overflow=0
grt_max_degree=28
gr-usage-all-layers_pct=20.7

[sta]
setup_ws_ps=-63.1
hold_viol=0
unconstrained_endpoints=8
timing.slew.headroom_pct=60.7
period_used_pct=101
period_needed_ps=9960
worst_pin_slew_ps=587
fmax_mhz=100
slew_violations=0
setup_violations=3
grt_setup_unrepaired=yes
unclocked_pins=4

[place]
gp_congestion=0.969
postPlaceCellArea_mm2=0.00564
port_buffers=49
hpwl_um=10300

[status]
status=finished, violations left
violations=negative setup slack

[min_path]
hold_path.class=in2out

[clocking]
holdBufCountCts=0

[power]
power.leakage_nw=3.00
power_density_mw_per_mm2=147
ir_worst_vdd_uv=132

[critical_path]
cpMostUsedCell=buf_6
endpoint_kind=output pin
crit_fanout=7
crit_path_top_delay_cell=or4b_4
criticalPathCategory=in2out
worst-endpoint-arrival_ps=7980
critPathLaunchType=primary input
critPathRequiredTime_ps=7920
critPathMaxStageDelay_ps=590

[floorplan]
core_mm2=0.00822
io_pins=50
die_w_um=112
num_rows=33
dieHeight_um=112
dieArea_mm2=0.0125
fp-utilization_pct=47.1

[route]
vias_per_cell=5.92
firstDrtPassIters=5
n_antenna_cell=0
routed_wl_um=14900
vias=5473
drc_errors=0
drt_iter0_drc=501
avgRoutedWirePerCell_um=16.1
ant_nets=0

[run]
drv_cap=0
tool_warnings=54

[logic_synthesis]
async_flop_share_pct=0
ys_cells=579
yosysUniqueCellTypes=107
ys.flop_type=dlxtn_1
edf_count=0
yosys_area_mm2=0.00387
synth_flop_count=4
ys.warnings.count=1
syn-mean-instance-area_um2=6.68
synth_area_mm2=0.00387
netlist_instances=579

[final_layout]
drive_above_1_share_pct=43.5
area_delta_synth_final_pct=71.0
lay_top_count=buf_4
postLayoutCoreUtil_pct=80.6
mostFrequentLayoutCells=206 x buf_4, 60 x nor2_1, 52 x nand2_1
final_area_mm2=0.00662

worst paths after layout:
check	startpoint	endpoint	slack [ps]	depth (start not counted)
hold / removal	dec[3]	decimos[2]	5030	3
setup / recovery	seg[8]	dezenas[4]	-60	33
synth_stat cells, types with 4 or more instances:
cell type | count | area share, %
clkbuf_1 | 18 | 1.7
a21oi_1 | 56 | 7.2
o211a_1 | 6 | 1.6
nor3_1 | 15 | 1.9
o21ai_1 | 11 | 1.4
or2_2 | 4 | 0.65
nor2_1 | 67 | 6.5
nand2_1 | 55 | 5.3
nor2b_1 | 4 | 0.65
nor4_1 | 7 | 1.1
buf_2 | 7 | 0.91
buf_6 | 5 | 1.5
o22ai_1 | 7 | 1.1
o21ai_0 | 30 | 3.9
nand2b_1 | 8 | 1.3
o211ai_1 | 4 | 0.78
o21bai_1 | 5 | 0.97
nand4_1 | 4 | 0.65
o31ai_1 | 5 | 0.97
and3_1 | 5 | 0.81
and2_1 | 6 | 0.97
ha_1 | 33 | 11
nand3_1 | 20 | 2.6
dlxtn_1 | 4 | 1.6
a211oi_1 | 6 | 1.2
mux2i_1 | 9 | 2.3
o2bb2ai_1 | 4 | 0.91
xnor2_1 | 13 | 2.9
inv_1 | 34 | 3.3
a31oi_1 | 11 | 1.8
or3_1 | 4 | 0.65
a21o_1 | 6 | 1.2
where the power goes:
group | leakage, nW | internal (mW) | switching (mW) | total [mW]
Combinational | 2.97 | 0.519 | 0.454 | 0.972
Clock | 0 | 0 | 0 | 0
Sequential | 0.0314 | 0.00108 | 0.0000971 | 0.00117
Total | 3.00 | 0.520 | 0.454 | 0.974
cell type report:
type,count,area (µm²)
Inverter,37,139
Tap cell,105,131
Sequential cell,4,60.1
Timing Repair Buffer,272,2210
Multi-Input combinational cell,506,4080
Fill cell,480,1600
routing by layer:
| metal | global-route usage (%) | part of all wire, % | up-vias |
|---|---|---|---|
| met4 | 1.44 | 0.87 | 0 |
| met3 | 2.99 | 7.7 | 18 |
| met5 | 0 | 0 | - |
| met2 | 31.0 | 43 | 223 |
| met1 | 31.9 | 49 | 2563 |
| li1 | - | - | 2669 |
flip-flops by register name, summed over array words and instances (netlist names):
signal  cells
para        1
pausa       1
conta       1
reset       1
logic make-up (layout without fill, tap and decap cells):
logic type | count (synthesis) | after routing | share of synthesized area (%)
and+or+nand+nor | 225 | 225 | 30.0
latches | 4 | 4 | 1.55
xor gates and xnor gates | 15 | 15 | 3.59
adders and majority gates | 36 | 36 | 11.4
buffers and inverters | 69 | 309 | 8.08
AOI/OAI and AO/OA | 220 | 220 | 42.6
muxes | 10 | 10 | 2.68
through the flow:
| stage | total power, mW | hold slack [ps] | setup WS, ps | TNS (ps) | instances |
|---|---|---|---|---|---|
| after CTS | 0.853 | 5040 | 39.4 | 0 | 907 |
| final | 0.974 | 5030 | -63.1 | -100 | 924 |
| after floorplan | 0.396 | 4000 | 57.8 | 0 | 579 |
| after global placement | 0.732 | 5030 | -1040 | -6520 | 871 |
| after global routing | 1.04 | 5080 | -284 | -1280 | 924 |
| after detailed placement | 0.737 | 5030 | -1090 | -6970 | 871 |
worst max-delay path, delay by kind of cell:
kind            cells  cell delay, ps
simple gates        9            2000
compound gates     11            2000
buf+inv             9            1120
fa+ha+maj           2             450
mux                 2             410
repair_timing:
item / in CTS / in global routing
hold endpoints to repair: 0 / 0
resized: 101 / 62
pin swaps: 49 / 53
setup endpoints to repair: 7 / 7
setup buffers: 37 / 17
No activity file was given, so power comes from the tool's default toggle rates.
