$ cat flow/run.sh
#!/bin/bash
# OpenROAD 26Q1-2900-gdf79404cd8, Yosys 0.63+post, stock flow scripts
make -C /OpenROAD-flow-scripts/flow DESIGN_CONFIG=/design/flow/config.mk WORK_HOME=/design/flow/orfs finish
$ cat flow/config.mk
export PLATFORM = sky130hd
export DESIGN_NAME = estados
export DESIGN_NICKNAME = estados
export VERILOG_FILES = /design/flow/design.v
export SDC_FILE = /design/flow/constraint.sdc
export NUM_CORES = 4
export LEC_CHECK = 1
export CORE_AREA = 10 10 83 83
export DIE_AREA = 0 0 93 93
$ cat flow/constraint.sdc
current_design estados

set clk_period 1.9
set clk_io_pct 0.2

create_clock -name clk0 -period $clk_period [get_ports {clk}]

set non_clock_inputs [all_inputs -no_clocks]
set_input_delay [expr $clk_period * $clk_io_pct] -clock clk0 $non_clock_inputs
set_output_delay [expr $clk_period * $clk_io_pct] -clock clk0 [all_outputs]
$ cat flow/design.v
module estados(
    input clk,
    input reset,
    input conta,  
    input pausa, 
    input para,
	 input limite,
    output reg [2:0] estado,
    output reg contando,
    output reg enable
);
parameter inicio = 0, contar = 1, pausar = 2, parar = 3;
reg [2:0] estado_atual = inicio;
reg [2:0] estado_anterior = inicio;
reg conta_reg, pausa_reg, para_reg; 
wire conta_ativo = !conta_reg && conta;
wire pausa_ativo = !pausa_reg && pausa;
wire para_ativo = !para_reg && para;
always @(posedge clk or negedge reset) begin
    if (!reset) begin 
        estado_atual <= inicio;
        contando <= 0;
        enable <= 1;
        conta_reg <= 1; 
        pausa_reg <= 1; 
        para_reg <= 1;  
    end 
	 else if (limite) begin  
		  estado_atual <= inicio;
        contando <= 0;
        enable <= 1;
        conta_reg <= 1; 
        pausa_reg <= 1; 
        para_reg <= 1;  
	 end
	 else begin
        conta_reg <= conta;
        pausa_reg <= pausa;
        para_reg <= para;
        case (estado_atual)
            inicio: begin
                if (conta_ativo) begin 
                    estado_atual <= contar;
                    contando <= 1;
                    enable <= 1;
                end
            end
            contar: begin
                if (!reset) begin
                    estado_atual <= inicio;
                    contando <= 0;
                    enable <= 1;
                end else if (pausa_ativo) begin
                    estado_atual <= pausar;
                    contando <= 1;
                    enable <= 0;
                end else if (para_ativo) begin 
                    estado_atual <= parar;
                    contando <= 0;
                    enable <= 1;
                end
            end
            pausar: begin
                if (!reset) begin
                    estado_atual <= inicio;
                    contando <= 0;
                    enable <= 1;
                end else if (conta_ativo) begin 
                    estado_atual <= contar;
                    contando <= 1;
                    enable <= 1;
                end else if (para_ativo) begin 
                    estado_atual <= parar;
                    contando <= 0;
                    enable <= 1;
                end
            end
            parar: begin
                if (!reset) begin
                    estado_atual <= inicio;
                    contando <= 0;
                    enable <= 1;
                end else if (conta_ativo) begin 
                    estado_atual <= contar;
                    contando <= 1;
                    enable <= 1;
                end
            end
        endcase
    end
end
always @(posedge clk or negedge reset) begin
    if (!reset) begin
        estado <= inicio;
    end else begin
        estado <= estado_atual;
    end
end
endmodule
==> results.env <==
STATUS='finished clean'
SYNTHESIS.AREA_UM2=558
WORST-SLEW-PIN-TRANSITION_PS=335
YOSYS.CELL_TYPES.COUNT=27
CRIT_PATH_MAX_INCR_DELAY_PS=550
ROUTED_LENGTH_PER_INSTANCE_UM=9.41
VIAS=457
WL_MM=1.33
DETAILED_PLACE_HPWL_UM=993
SYNTH_AREA_PER_CELL_UM2=10.3
AVGVIACOUNTPERCELL=3.24
REG.LARGEST.LIST='estado x3, estado_atual x3'
POST_LAYOUT_NONFILLER_INSTANCES=141
GRT_ANTENNA_BEFORE_REPAIR=0
SYNTH_SEQ_SHARE_PCT=50.2
YS.WARNINGS.COUNT=1
HOLDWS_PS=556
CRIT_PATH_START_KIND='flop'
WORSTSETUPENDPOINTTYPE='output pin'
FILL_CELLS=605
PLACEABLECOREAREA_UM2=5140
TIMING.MAX_CAP.VIOLATIONS=0
ROOT_BUFFER='sky130_fd_sc_hd__clkbuf_8'
POST_CTS_HOLD_FIX_BUFFER_TALLY=0
TNS_PS=0
FLOORPLANUTILIZATION_PCT=10.9
REMAINING_DRC_ERRORS=0
REPORT.FINAL.HOLD_VIOL_COUNT=0
GLOBALROUTE.BUSIESTLAYER='met2'
FRACTION_OF_FINAL_LAYOUT_CELLS_WITH_DRIVE_STRENGTH_GREATER_THAN_1_PCT=29.6
LOG.WARNING_COUNT=25
POWERDENSITY_nW_PER_UM2=693
CRITICAL-PATH-TOP-DELAY-FAMILY='flip-flops'
MAX_CLOCK_FREQ_MHz=605
POWER.IR.VDD_WORST_V=0.000610
PATH_CLK_SLEW_PS=50
DIE_H_UM=93
LAY_TOP_COUNT='sky130_fd_sc_hd__clkdlybuf4s50_1'
FINAL_AREA_UM2=810
FINAL_LAYOUT_TOP_LOGIC_CELLS='sky130_fd_sc_hd__clkdlybuf4s50_1 (10), sky130_fd_sc_hd__dfrtp_1 (7), sky130_fd_sc_hd__a21oi_1 (5)'
VIA_COUNT_OF_THE_FIRST_GLOBAL_ROUTING_PASS=481
WORST_SLACK_PS=247
TOTAL_ROUTING_USAGE_GR_PCT=3.22
CRIT_CHAIN='clkdlybuf4s50_1'
GRT_UTIL_MET3_PCT=1.37
PERIOD_MINUS_SLACK_PS=1650
CTSRESIZECOUNT=0
ANT_NETS=0
WORST-ENDPOINT-REQUIRED_PS=1520
HTREE_NUM_LEVELS=1
WORST_CLOCK_SKEW_ON_THE_FINAL_LAYOUT_PS=1.97
REPORT.POWER.TOTAL_uW=561
TIMING.FINAL.SETUP_VIOLATIONS=0
WORST_HOLD_PATH_TYPE='flop to flop'
WORST_PATH_MAX_DELAY_CELL='sky130_fd_sc_hd__dfstp_2'
TIMING.SETUP.CRITICAL_PATH_CLASS='flop to output pin'
PLACE_CONGESTION=0.811
CELLLEAKAGEPOWER_nW=0.301
GLOBALROUTEMET2UTIL_PCT=4.85
FIN_UTIL_PCT=15.7
GLOBAL_ROUTE.OVERFLOW_TOTAL=0
ANTENNADIODECOUNT=0
ROWS=26
FP.DIEW_UM=93
PLACE_INST=137
FINAL-MAX-SLEW-VIOLATION-COUNT=0
NUMSYNTHFLOPS=11
YS_AREA_UM2=558
TIMING.CRITICAL_PATH.BUF_INV=1
DPL_WORST_SLACK_PS=121
WORSTPATHMAXFANOUT=4
DETAILED_ROUTE_ITER0_VIOLATIONS=15
POST_SYNTH_INST_COUNT=54
YOSYS_STAT_CELL_TOTAL=54
FINAL.PERIOD_UTILIZATION_PCT=87.0
ARRIVAL_PS=1270
CTSLONGESTPATHBUFFERS=2
CTS_TREE='yes'
GRT_FIRST_PASS_WIRELENGTH_MM=2.28
DESIGN.DIE.AREA_UM2=8650
CTS-BUFFERS-INSERTED=3
SETUP_REPAIR_AFTER_GLOBAL_ROUTING_MISSED_ITS_MARGIN='no'
RELSLEWSLACK_PCT=77.7
GRT_USE_MET1_PCT=4.38
DPL-INSTANCE-AREA_UM2=764
GRT_START_MAX_NET_PINS=11
DR.PASS1.ITERS=4
CLOCK.LATENCY.LATE_PIN_PS=240
CLKSINKCOUNT=11
IO_BUFFER_COUNT=10
POST_CTS_BUFFERS=0
AREA_GROWTH_PCT=45.1
IOPINCOUNT=11
-- logic make-up after synthesis --
kind of cell / Yosys count / share of synthesized area (%)
buffers and inverters: 3 / 3.36
DFF: 11 / 50.2
and+or+nand+nor: 23 / 25.8
AOI/OAI and AO/OA: 17 / 20.6
-- final timing paths --
check                      cells past startpoint         to  slack, ps             from
max                                            1     enable        250           enable
min                                            0  estado[2]        560  estado_atual[2]
max reg2reg                                    5   contando        470        conta_reg
min reg2reg                                    0  estado[2]        560  estado_atual[2]
max in group asynchronous                      2     enable       1110            reset
min in group asynchronous                      2   contando        570            reset
-- power by group --
part | switching [mW] | internal (mW) | total (mW)
Sequential | 0.00720 | 0.247 | 0.254
Combinational | 0.0305 | 0.0414 | 0.0718
Clock | 0.0883 | 0.147 | 0.236
-- layout make-up --
| class | count | area (um^2) | share of cell area (%) |
|---|---|---|---|
| well taps | 70 | 87.6 | 10.8 |
| flip-flops and latches | 11 | 280 | 34.6 |
| clock buffers | 4 | 45.0 | 5.56 |
| multi-input cells | 40 | 259 | 32.0 |
| inverters | 2 | 7.51 | 0.927 |
| repair buffers | 14 | 130 | 16.1 |
-- cell usage after synthesis --
cell type	number	area [um^2]
sky130_fd_sc_hd__nor2b_1	2	12.5
sky130_fd_sc_hd__or2b_2	1	8.76
sky130_fd_sc_hd__a21oi_2	1	8.76
sky130_fd_sc_hd__or2_2	3	18.8
sky130_fd_sc_hd__a211o_1	1	8.76
sky130_fd_sc_hd__a21o_2	1	8.76
sky130_fd_sc_hd__a221o_1	1	10.0
sky130_fd_sc_hd__and3b_2	1	10.0
sky130_fd_sc_hd__a32oi_1	1	8.76
sky130_fd_sc_hd__inv_1	2	7.51
sky130_fd_sc_hd__and2b_2	1	8.76
sky130_fd_sc_hd__o31ai_1	1	7.51
sky130_fd_sc_hd__nand2b_1	4	25.0
sky130_fd_sc_hd__buf_6	1	11.3
sky130_fd_sc_hd__nor2_1	4	15.0
sky130_fd_sc_hd__o21ai_1	1	5.00
sky130_fd_sc_hd__o21ai_0	3	15.0
sky130_fd_sc_hd__dfrtp_1	7	175
sky130_fd_sc_hd__dfstp_2	4	105
sky130_fd_sc_hd__nand2_1	3	11.3
sky130_fd_sc_hd__a21oi_1	5	25.0
sky130_fd_sc_hd__a221oi_1	1	8.76
sky130_fd_sc_hd__o32ai_1	1	8.76
sky130_fd_sc_hd__nand2b_4	1	13.8
sky130_fd_sc_hd__nand2b_2	1	8.76
sky130_fd_sc_hd__nor3_1	1	5.00
sky130_fd_sc_hd__or2_1	1	6.26
-- routing by layer --
layer	vias to the layer above	part of all wire [%]
met1	209	52
met4	0	0.98
met3	2	7.6
li1	227	-
met2	19	39
met5	-	0
Power and IR drop assume default switching activity.
