**design.v**
```verilog
module contador (
    input clk,
	 input reset,
	 input contando,
	 output reg limite,  
    output reg [9:0] cont_seg,  
    output reg [3:0] cont_dec  
);
reg [31:0] cont_clk = 0;  
parameter segundo = 50000000;  
parameter decimo = segundo / 10;
initial begin 
    cont_seg = 10'd0;
    cont_dec = 4'd0;
	 limite = 1'b0;
end
always @(posedge clk or negedge reset) begin
    if (!reset) begin
        cont_clk <= 32'd0;
        cont_seg <= 10'd0;
        cont_dec <= 4'd0;
    end else begin 
        if (contando) begin
				limite = 0;
            cont_clk <= cont_clk + 1;
            if (cont_clk == decimo) begin
                cont_clk <= 1;
                if (cont_dec < 4'd9) begin  
                    cont_dec <= cont_dec + 1;  
                end else begin 
                    cont_dec <= 4'd0;  
                    if (cont_seg < 10'd999) begin  
                        cont_seg <= cont_seg + 1;  
                    end else begin
                        cont_seg <= 10'd0;  
								limite = 1;
						  end
                end
            end
        end
    end
end
endmodule
```
**constraint.sdc**
```tcl
current_design contador

set clk_period 5.4
set clk_io_pct 0.2

create_clock -name clk0 -period $clk_period [get_ports {clk}]

set non_clock_inputs [all_inputs -no_clocks]
set_input_delay [expr $clk_period * $clk_io_pct] -clock clk0 $non_clock_inputs
set_output_delay [expr $clk_period * $clk_io_pct] -clock clk0 [all_outputs]
```
**run.sh**
```bash
#!/bin/bash
# OpenROAD 26Q1-2900-gdf79404cd8, Yosys 0.63+post, stock flow scripts
make -C /OpenROAD-flow-scripts/flow DESIGN_CONFIG=/design/flow/config.mk WORK_HOME=/design/flow/orfs finish
```
**config.mk**
```make
export PLATFORM = sky130hd
export DESIGN_NAME = contador
export DESIGN_NICKNAME = contador
export VERILOG_FILES = /design/flow/design.v
export SDC_FILE = /design/flow/constraint.sdc
export NUM_CORES = 4
export LEC_CHECK = 1
export CORE_UTILIZATION = 40
```
==> results.rst <==
Run summary
-----------

.. list-table::
   :header-rows: 1

   * - Metric
     - Value
   * - Result of the run
     - finished clean
   * - Design internal power
     - 0.000486 W
   * - Proportion of register bits with asynchronous set or reset after synthesis
     - 97.9%
   * - Pwr/cell area
     - 240 nW/um^2
   * - Weighted congestion reported at the end of routability-driven placement
     - 0.829
   * - Clock Skew
     - 0.00798 ns
   * - Number of standard-cell rows in the floorplan
     - 27
   * - Synth area leader
     - sky130_fd_sc_hd__dfrtp_1
   * - Placed wire-length estimate after detailed placement
     - 3050 um
   * - Via count of the first global-routing pass
     - 1611
   * - Antenna violations before repair
     - 0
   * - Delay contributed by the slowest stage of the critical path
     - 0.59 ns
   * - Total global routing overflow
     - 0
   * - Clock tree from TritonCTS
     - yes
   * - CTS hold repair buffers
     - 0
   * - Ratio of cells with drive above 1 in the final layout
     - 8.53%
   * - Total routing resource utilization after global routing
     - 16.1%
   * - Post_cts resized
     - 0
   * - Number of buffers inserted during clock tree synthesis
     - 5
   * - Largest net degree at the start of global routing
     - 48
   * - Slew Limit Headroom
     - 53.9%
   * - Area of the die
     - 6290 um^2
   * - Clk pwr share
     - 31.2%
   * - Post-placement setup slack
     - 2.29 ns
   * - Antenna cell count
     - 0
   * - Number of distinct library cell variants in the gate-level netlist after synthesis
     - 41
   * - I/O Buffers
     - 17
   * - Setup repair after global routing missed its margin
     - false
   * - Summed instance area of the synthesized netlist
     - 2390 um^2
   * - Cell chosen for the clock root
     - sky130_fd_sc_hd__clkbuf_8
   * - Tool warnings
     - 27
   * - Post-synth tally of flip-flops with integrated enable
     - 1
   * - Via count normalized by instance count
     - 5.27
   * - Relative contribution of sequential cells to total power
     - 61.0%
   * - CP max-delay cell
     - sky130_fd_sc_hd__clkdlybuf4s50_1
   * - Prevailing post-synth register cell
     - sky130_fd_sc_hd__dfrtp_1
   * - Data arrival, critical path
     - 3.03 ns
   * - Most frequent cell on the critical path
     - sky130_fd_sc_hd__and4_1
   * - Hold crit path type
     - reg -> reg
   * - Share of Yosys cell area claimed by the top area cell type
     - 48.1%
   * - Floorplan Core Area
     - 5640 um^2
   * - Slew at the pin closest to its max-slew limit
     - 0.686 ns
   * - Setup TNS
     - 0 ns
   * - Core Util at FP
     - 42.4%
   * - Net switching power figure
     - 0.000171 W
   * - Max Buffers Root-to-Sink
     - 2
   * - Instance tally after logic synthesis
     - 234
   * - Category of cells accounting for the largest share of critical-path delay
     - simple AND/OR/NAND/NOR gates
   * - Chip area from the yosys synthesis statistics
     - 2390 um^2
   * - Setup slack of the critical path after layout
     - 2.60 ns
   * - Number of antenna-violating nets in the routed design
     - 0
   * - Cells along the critical path
     - clkdlybuf4s50_1, and4_1, and4_1, or3b_1, nor2_1, xor2_1
   * - Via total after detailed routing
     - 1740
   * - Total detailed-routing wirelength
     - 4420 um
   * - Maximum fanout along the worst path
     - 7
   * - Count of unresolved DRC violations after routing
     - 0
   * - P_leak
     - 1.17 nW
   * - Start-to-end type of the worst setup path
     - in -> reg
   * - Routed wire length per instance
     - 13.4 um
   * - Timing-limited maximum frequency
     - 357 MHz
   * - Hold Vio Cnt, Final
     - 0
   * - Data required time of the critical path
     - 5.62 ns
   * - Total iterations of the first detailed-routing run
     - 4
   * - Die span in x
     - 79.3 um
   * - Post-route minimum period
     - 2.80 ns
   * - Category of the worst setup path capture point
     - flop
   * - Cells taking the most area after synthesis
     - sky130_fd_sc_hd__dfrtp_1 48%, sky130_fd_sc_hd__xnor2_1 5.9%, sky130_fd_sc_hd__xor2_1 4.4%
   * - Yosys cell count
     - 234
   * - Number of max-slew violations in the final report
     - 0
   * - I/O pin count
     - 18
   * - #FFs+latches synth
     - 47
   * - Clock slew seen by the registers of the worst setup and hold paths
     - 0.09 ns
   * - Synthesis-to-finish area growth
     - 14.3%
   * - Mapped Avg Cell Area
     - 10.2 um^2
   * - Switching power as a share of total power
     - 26.1%
   * - H-tree levels
     - 2
   * - Clk latency late pin
     - 0.30 ns
   * - Combinational fraction of design power
     - 7.7%
   * - Post-CTS Repair Setup Buffers
     - 0
   * - Final setup violation count
     - 0
   * - Crit path buf inv count
     - 1
   * - Max Cap Violations
     - 0
   * - Synth Warn #
     - 1
   * - Worst voltage drop across the vdd grid
     - 0.000150 V
   * - # clock sinks
     - 47
   * - Worst Setup Start Kind
     - input port
   * - Cycle use final
     - 51.9%
   * - First-pass GRT wire length
     - 7720 um
   * - Starting DRC count in detailed routing
     - 93
   * - Chip Height
     - 79.3 um
   * - Seq/Total Area, Yosys
     - 49.4%
==> layout by cell type (no fill, tap or decap), drive strengths merged <==
master and instances:
a211o 1, and4 9, nor4 6, nand2 19, o2bb2ai 1, edfxtp 1
clkinv 1, and2 3, o22ai 2, clkbuf 6, a22o 1, a41oi 1
ha 5, a31oi 3, nor4b 4, xnor2 16, or3b 1, inv 11
nor2b 1, o21ai 17, clkdlybuf4s50 16, a21oi 5, nor3 7, nor2 19
dfrtp 46, buf 3, a21o 1, nand2b 3, xor2 12, or3 2
clkinvlp 1, or4 1, nand3 17, and4bb 1, a211oi 1, and3 4
nand4 10
==> synth_stat cells, types with 2 or more instances <==
cell type	instances
sky130_fd_sc_hd__dfrtp_1	46
sky130_fd_sc_hd__nand2_1	19
sky130_fd_sc_hd__nor2_1	19
sky130_fd_sc_hd__nand3_1	17
sky130_fd_sc_hd__o21ai_0	16
sky130_fd_sc_hd__xnor2_1	16
sky130_fd_sc_hd__xor2_1	12
sky130_fd_sc_hd__inv_1	11
sky130_fd_sc_hd__nand4_1	9
sky130_fd_sc_hd__and4_1	7
sky130_fd_sc_hd__nor3_1	7
sky130_fd_sc_hd__a21oi_1	5
sky130_fd_sc_hd__ha_1	5
sky130_fd_sc_hd__a31oi_1	3
sky130_fd_sc_hd__and2_1	3
sky130_fd_sc_hd__and3_1	3
sky130_fd_sc_hd__nand2b_1	3
sky130_fd_sc_hd__nor4_1	3
sky130_fd_sc_hd__nor4b_2	3
sky130_fd_sc_hd__and4_2	2
sky130_fd_sc_hd__clkbuf_1	2
sky130_fd_sc_hd__nor4_2	2
sky130_fd_sc_hd__o22ai_1	2
sky130_fd_sc_hd__or3_1	2
==> metal layers <==
metal / vias up / share of wire, % / routed length, um / global-route usage [%]
met5: - / 0 / 0 / 0
met4: 0 / 1.5 / 66 / 2.36
met3: 6 / 3.4 / 149 / 2.68
met2: 32 / 41 / 1820 / 22.3
met1: 819 / 54 / 2380 / 28.0
li1: 883 / - / - / -
==> flip-flops by register name (all words and copies together), names as in the netlist <==
name      cells
cont_clk     32
cont_seg     10
cont_dec      4
limite        1
==> power by group through the flow <==
stage	clock, W	combinational, W	sequential [W]
final	0.000205	0.0000507	0.000401
after global routing	0.000227	0.0000611	0.000406
after CTS	0.000212	0.0000516	0.000401
==> worst reg2reg max path, delay by kind of cell (launching register included) <==
family / cells / cell delay, ns
adder cells (fa/ha/maj): 1 / 0.14
buffers and inverters: 1 / 0.08
flip-flops: 1 / 0.43
AND/OR/NAND/NOR: 4 / 1.50
AND-OR/OR-AND: 1 / 0.11
==> kinds of logic after synthesis <==
group                      share of synthesized area, %
AOI/OAI and AO/OA                                  8.00
and+or+nand+nor                                    27.5
DFF                                                49.4
adders and majority gates                          2.62
xor gates and xnor gates                           10.3
buffers and inverters                              2.25
==> stage by stage <==
step                      total power (W)  std cells  hold slack, ns  cell area [um^2]  utilization [%]
after CTS                        0.000665        330           0.516              2740             48.5
after global placement           0.000459        322           0.500              2650             47.0
after floorplan                  0.000433        234           0.465              2390                -
after detailed placement         0.000458        322           0.503              2650             47.0
final                            0.000657        330           0.510              2740             48.5
after global routing             0.000694        330           0.533              2740             48.5
==> final timing paths <==
check	startpoint	endpoint	slack (ns)	depth (start not counted)
setup reg to reg	cont_clk[0]$_DFFE_PN0P_	cont_seg[6]$_DFFE_PN0P_	3.08	7
min in group asynchronous	reset	cont_clk[21]$_DFFE_PN0P_	0.87	2
hold / removal	cont_clk[27]$_DFFE_PN0P_	cont_clk[27]$_DFFE_PN0P_	0.51	1
hold reg to reg	cont_clk[27]$_DFFE_PN0P_	cont_clk[27]$_DFFE_PN0P_	0.51	1
setup / recovery	contando	cont_clk[31]$_DFFE_PN0P_	2.60	6
max in group asynchronous	reset	cont_clk[13]$_DFFE_PN0P_	4.13	2
==> cell type report <==
type                       count  area, um^2
tap                           72        90.1
timing repair buffer          19         180
clock buffer                   6        72.6
fill                         526        2910
inverter                      11        41.3
clock inverter                 2        12.5
sequential                    47        1180
multi-input combinational    173        1160
Power and IR drop assume default switching activity.
